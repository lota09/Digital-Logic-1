==> design.v <==
module adder_8bit(
    input [7:0] a,
    input [7:0] b,
    input ci,
    output [7:0] sum,
    output co
);
wire [7:0] c;
adder_full adder0(.a(a[0]), .b(b[0]), .ci(ci), .sum(sum[0]), .co(c[0]));
adder_full adder1(.a(a[1]), .b(b[1]), .ci(c[0]), .sum(sum[1]), .co(c[1]));
adder_full adder2(.a(a[2]), .b(b[2]), .ci(c[1]), .sum(sum[2]), .co(c[2]));
adder_full adder3(.a(a[3]), .b(b[3]), .ci(c[2]), .sum(sum[3]), .co(c[3]));
adder_full adder4(.a(a[4]), .b(b[4]), .ci(c[3]), .sum(sum[4]), .co(c[4]));
adder_full adder5(.a(a[5]), .b(b[5]), .ci(c[4]), .sum(sum[5]), .co(c[5]));
adder_full adder6(.a(a[6]), .b(b[6]), .ci(c[5]), .sum(sum[6]), .co(c[6]));
adder_full adder7(.a(a[7]), .b(b[7]), .ci(c[6]), .sum(sum[7]), .co(c[7]));
assign co = c[7];
endmodule
module adder_full(
    input a,
    input b,
    input ci,
    output co,
    output sum
);
  assign co = (a&b) | (b&ci) | (a&ci);
  assign sum = a ^ b ^ ci;
endmodule
==> run.sh <==
#!/bin/bash
# OpenROAD 26Q1-2900-gdf79404cd8, Yosys 0.63+post, stock flow scripts
make -C /OpenROAD-flow-scripts/flow DESIGN_CONFIG=/design/flow/config.mk WORK_HOME=/design/flow/orfs finish
==> config.mk <==
export PLATFORM = sky130hd
export DESIGN_NAME = adder_8bit
export DESIGN_NICKNAME = adder_8bit
export VERILOG_FILES = /design/flow/design.v
export SDC_FILE = /design/flow/constraint.sdc
export NUM_CORES = 4
export LEC_CHECK = 1
export CORE_AREA = 10 10 70 70
export DIE_AREA = 0 0 80 80
==> constraint.sdc <==
current_design adder_8bit

set clk_period 2.9
set clk_io_pct 0.2

create_clock -name clk0 -period $clk_period

set non_clock_inputs [all_inputs -no_clocks]
set_input_delay [expr $clk_period * $clk_io_pct] -clock clk0 $non_clock_inputs
set_output_delay [expr $clk_period * $clk_io_pct] -clock clk0 [all_outputs]
==> flow_metrics.env <==
# flow metrics
export IMPL_outcome="finished, violations left"
export IMPL_violations="negative setup slack"
export IMPL_num_clock_buffers=0
export IMPL_worstSetupEndpointType="output pin"
export IMPL_total_leakage_power_nw=0.224
export IMPL_tool_warnings=35
export IMPL_layout_core_utilization=0.158
export IMPL_die_height_microns=80
export IMPL_groute_usage_overall=0.0231
export IMPL_areaGrowthSynthToFinish_pct=109
export IMPL_critical_path_peak_fanout=1
export IMPL_route_detailed_vias_per_inst=2.40
export IMPL_register_area_sq_um=0
export IMPL_timing_final_max_slew_violations=0
export IMPL_die_w_microns=80
export IMPL_synthSimpleGateAreaFrac=0
export IMPL_synth_yosys_seq_area_share=0
export IMPL_layout_area_comb_sq_um=180
export IMPL_iter_0_drt_violations=1
export IMPL_max_cap_violations=0
export IMPL_ioPinCount=26
export IMPL_layout_cell_share_with_drive_strength_beyond_1=0.545
export IMPL_synth_distinct_cells=3
export IMPL_post_synth_inst_count=26
export IMPL_worst_slew_pin_slew_ps=114
export IMPL_post_synth_xor_area_fraction=0
export IMPL_route_final_wire_length_microns=738
export IMPL_critical_path_arrival_ps=3670
export IMPL_power_per_cell_area_mw_per_mm2=168
export IMPL_vdd_ir_drop_worst_v=0.0000625
export IMPL_cp_required_ps=2320
export IMPL_fmaxAchievable_mhz=236
export IMPL_share_comb_of_total_power=1.000
export IMPL_pwr_share_clk=0
export IMPL_grt_setup_unrepaired="yes"
export IMPL_grt_ovfl_total=0
export IMPL_core_util_floorplan=0.0755
export IMPL_max_slew_margin_rel=0.924
export IMPL_cts_hold_buf=0
export IMPL_nFlopsAndLatches=0
export IMPL_seqPwrFrac=0
export IMPL_synth_stat_cells=26
export IMPL_setup_tns_after_final_layout_ps=-4410
export IMPL_routedWlPerCell_microns=8.20
export IMPL_final_fill_count=391
export IMPL_synthesis_area_per_instance_sq_um=9.91
export IMPL_area_of_the_mapped_netlist_sq_um=258
export IMPL_yosysWarnings=0
export IMPL_worst_setup_path_type="input pin to output pin"
export IMPL_via_count_of_the_first_global_routing_pass=251
export IMPL_synth_compound_gate_area_share=0
export IMPL_place_gp_congestion=0.842
export IMPL_post_synth_main_logic_family="adder cells"
export IMPL_drt_pre_antenna_iters=2
export IMPL_maximum_number_of_pins_on_one_net_before_global_route_repair=2
export IMPL_antenna_violations_before_repair=0
export IMPL_drcViolationCount=0
export IMPL_grt_pass1_wl_microns=1170
export IMPL_hpwl_microns=742
export IMPL_fa_ha_area_frac=0.621
export IMPL_setup_ws_ps=-1350
export IMPL_antennaDiodeCount=0
export IMPL_drtAntennaViolNets=0
export IMPL_mux_area_frac=0
export IMPL_postLayoutCellArea_sq_um=539
export IMPL_core_area_sq_mm=0.00342
export IMPL_final_hold_violation_count=0
export IMPL_fp_row_count=21
export IMPL_yosys_stat_area_sq_um=258
export IMPL_route_vias_total=216
export IMPL_swShare=0.327
export IMPL_power_switching_uw=29.5
export IMPL_internal_power_uw=60.9
export IMPL_critPathLaunchType="input pin"
export IMPL_portBuffers=26
export IMPL_setup_viol=5
export IMPL_chipArea_sq_mm=0.00640
export IMPL_timing_final_crit_period_ps=4250
export IMPL_holdCritPathClass="input pin to output pin"
export IMPL_min_period_over_period=1.46
export IMPL_detailed_place_area_sq_um=551
==> final cells by class <==
| class | count | area share |
|---|---|---|
| Timing Repair Buffer | 26 | 0.452 |
| Inverter | 10 | 0.107 |
| Multi-Input combinational cell | 8 | 0.334 |
| Tap cell | 46 | 0.107 |
==> through the flow <==
stage	cells	total power, mW	hold WS (ps)	setup WS (ps)
after floorplan	26	0.0534	1390	-1130
after global placement	90	0.104	2220	-2190
after detailed placement	90	0.104	2230	-2210
after CTS	90	0.0896	1900	-1470
after global routing	90	0.105	1940	-1460
final	90	0.0904	1890	-1350
==> per-layer routing <==
metal,wire (microns),GRT usage
met5,0,0
met4,0,0
met3,225,0.0250
met2,204,0.0273
met1,308,0.0293
==> placed cells by master (no fill, tap or decap), drive strengths merged <==
cell / n
clkinv: 1
dlygate4sd2: 2
clkdlybuf4s50: 14
buf: 9
inv: 9
fa: 8
dlymetal6s2s: 1
==> critical path, cell delays in order <==
cell and delay, ps:
sky130_fd_sc_hd__buf_8 110, sky130_fd_sc_hd__inv_12 40, sky130_fd_sc_hd__fa_2 180, sky130_fd_sc_hd__inv_2 40
sky130_fd_sc_hd__fa_2 340, sky130_fd_sc_hd__fa_2 390, sky130_fd_sc_hd__fa_2 350, sky130_fd_sc_hd__fa_2 340
sky130_fd_sc_hd__fa_2 340, sky130_fd_sc_hd__fa_2 340, sky130_fd_sc_hd__inv_2 60, sky130_fd_sc_hd__fa_2 420
sky130_fd_sc_hd__inv_2 50, sky130_fd_sc_hd__buf_2 90
==> power by group through the flow <==
stage | clock network [mW] | logic [mW] | registers [mW]
4_1_cts | 0 | 0.0896 | 0
5_1_grt | 0 | 0.105 | 0
6_report | 0 | 0.0904 | 0
==> cells in the mapped netlist (all sizes together) <==
cell	number	area, sq um
fa	8	160
buf	8	60.1
inv	10	37.5
==> path summary, 6_finish.rpt <==
| path | slack (ps) | depth (start not counted) | to | startpoint |
|---|---|---|---|---|
| worst max-delay path | -1350 | 14 | sum[7] | a[0] |
| worst min-delay path | 1890 | 4 | sum[2] | b[1] |
==> cells by family after synthesis <==
family	count (synthesis)
buffers and inverters	18
adder cells (fa/ha/maj)	8
==> what timing repair did <==
action | in CTS | in global routing
setup endpoints to repair | 8 | 7
buffers inserted | 0 | 0
resized | 40 | 6
pin swaps | 8 | 8
endpoints found under the hold margin | 0 | 0
Power is estimated from default activity; no workload was simulated.
