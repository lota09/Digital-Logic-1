File: /design/flow/design.v
module subtractor_8bit(
    input [7:0] a,
    input [7:0] b,
    input bi,
    output [7:0] sub,
    output bo
);
wire [7:0] c;
subtractor_full subtractor0(.a(a[0]), .b(b[0]), .bi(bi), .sub(sub[0]), .bo(c[0]));
subtractor_full subtractor1(.a(a[1]), .b(b[1]), .bi(c[0]), .sub(sub[1]), .bo(c[1]));
subtractor_full subtractor2(.a(a[2]), .b(b[2]), .bi(c[1]), .sub(sub[2]), .bo(c[2]));
subtractor_full subtractor3(.a(a[3]), .b(b[3]), .bi(c[2]), .sub(sub[3]), .bo(c[3]));
subtractor_full subtractor4(.a(a[4]), .b(b[4]), .bi(c[3]), .sub(sub[4]), .bo(c[4]));
subtractor_full subtractor5(.a(a[5]), .b(b[5]), .bi(c[4]), .sub(sub[5]), .bo(c[5]));
subtractor_full subtractor6(.a(a[6]), .b(b[6]), .bi(c[5]), .sub(sub[6]), .bo(c[6]));
subtractor_full subtractor7(.a(a[7]), .b(b[7]), .bi(c[6]), .sub(sub[7]), .bo(c[7]));
assign bo = c[7];
endmodule
module subtractor_full(
    input a,
    input b,
    input bi,
    output bo,
    output sub
);
  assign sub = a^b^bi;
  assign bo = (~a&b)+(~a&bi)+(b&bi);
endmodule
File: /design/flow/run.sh
#!/bin/bash
# OpenROAD 26Q1-2900-gdf79404cd8, Yosys 0.63+post, stock flow scripts
make -C /OpenROAD-flow-scripts/flow DESIGN_CONFIG=/design/flow/config.mk WORK_HOME=/design/flow/orfs finish
File: /design/flow/config.mk
export PLATFORM = sky130hd
export DESIGN_NAME = subtractor_8bit
export DESIGN_NICKNAME = subtractor_8bit
export VERILOG_FILES = /design/flow/design.v
export SDC_FILE = /design/flow/constraint.sdc
export NUM_CORES = 4
export LEC_CHECK = 1
export CORE_AREA = 10 10 70 70
export DIE_AREA = 0 0 80 80
File: /design/flow/constraint.sdc
current_design subtractor_8bit

set clk_period 4.5
set clk_io_pct 0.2

create_clock -name clk0 -period $clk_period

set non_clock_inputs [all_inputs -no_clocks]
set_input_delay [expr $clk_period * $clk_io_pct] -clock clk0 $non_clock_inputs
set_output_delay [expr $clk_period * $clk_io_pct] -clock clk0 [all_outputs]
==> results.txt <==
run metrics: crit path DRT 3600 ps, Hold WC Path Type in2out, Non-Filler Instances 98, tool warning count 35, PD cells 109 nW/µm², Die ar. 6400 µm², # rows 21, Worst setup EP type output port, max frequency 206 MHz, area grow syn2layout 90.4%, clkbuf count 0, RSZ-0062 raised after global routing true, Area leader share 55.7%, Synth top cells by count inv_1 (18), buf_4 (8), fa_1 (8), via count 247, first-pass GRT wire length 1370 µm, Die Wd 80 µm, Total Power 59.7 µW, critical path class in2out, Max Cap Viol 0, Placed Cells 98, Slew headroom 93.7%, peak supply drop 0.0378 mV, grt met1 use 3.74%, GR Util met3 2.27%, crit-path cells buf_6, inv_4, fa_2, inv_2, fa_2, fa_2, fa_2, fa_2, fa_2, fa_2, inv_2, fa_2, buf_2, yosys stat area 288 µm², share of layout cells above drive strength 1 34.6%, wire per inst 7.66 µm, first drt pass iteration count 1, Final WS setup -363 ps, initial antenna violation count 0, num sequential 0, Overall Global Routing Usage 2.64%, Via density 2.52, period utilization 108%, crit path time final 4860 ps, Synth top cell by count inv_1, Core Box Area 3420 µm², Arr. time, crit path 3960 ps, die span in y 80 µm, violated checks setup timing, P_leak 0.253 nW, sequential fraction of the synthesis area 0%, number of max-slew violations in the final report 0, Avg Inst Size Synth 8.46 µm², synthesized area 288 µm², worst stage delay on the critical path 420 ps, number of distinct library cells after synthesis 3, logic area 180 µm², RD Place Congestion 0.831, count of final setup violators 3, largest net degree at the start of global routing 2, Most Used Layer, Global Route met1, Top Ports 26, Filler cells 388, hpwl dp 769 µm, cell type with the largest total area fa_1, Overflow after GRT 0, antenna cells 0, ANT nets after route 0, DR iter-0 viols 0, cts hold-fix bufs 0, ys cells 34, cell mode on critical path fa_2, setup bufs post-CTS 0, CP max-delay cell fa_2, pre-placement core utilization 8.42%, outcome complete, but fails checks, Register Area 0 µm², Buffers on Ports 26, Core Util, Final 16.0%, Synthesis Warnings 0, biggest area cells fa_1 (56%), inv_1 (23%), buf_4 (21%), Startpoint Class input port, final wirelength 751 µm, Hold Vio Cnt, Final 0, number of remaining DRC errors 0, Crit Path Max Fanout 1, vias in the first global route 294, M2 GR Usage 3.05%, Worst-Margin Slew 94.0 ps, Post-Synthesis Cells 34
cells in the final DEF, fill, tap and decap left out:
master | netlist | layout
dlygate4sd2_1 | 0 | 2
inv_1 | 18 | 14
clkdlybuf4s50_1 | 0 | 17
clkdlybuf4s15_1 | 0 | 1
inv_2 | 0 | 3
buf_6 | 0 | 2
inv_4 | 0 | 1
fa_2 | 0 | 8
buf_2 | 0 | 4
layout make-up:
class / count / area share [%]
inverters: 18 / 12.8
multi-input cells: 8 / 32.9
well taps: 46 / 10.5
repair buffers: 26 / 43.8
final timing paths:
check	start	endpoint	cells after the start
worst min-delay path	a[0]	sub[0]	3
worst max-delay path	bi	sub[7]	13
critical path, delay by kind of cell:
family	cells	cell delay, ps
adder cells (fa/ha/maj)	8	2680
buffers and inverters	5	370
logic make-up after synthesis:
family | Yosys count | synth area share (%)
buf+inv | 26 | 44.3
fa+ha+maj | 8 | 55.7
report_power, final:
| group | leakage (nW) | internal (mW) | total [mW] | switching (mW) |
|---|---|---|---|---|
| clock network | 0 | 0 | 0 | 0 |
| registers | 0 | 0 | 0 | 0 |
| logic | 0.253 | 0.0408 | 0.0597 | 0.0189 |
timing repair:
item / 4_1_cts / 5_1_grt
gates resized: 33 / 1
setup endpoints to repair: 5 / 4
pin swaps: 8 / 4
through the flow:
step / cell area, µm² / setup TNS (ps) / setup slack (ps) / hold WS, ps
3_5_place_dp: 558 / -3080 / -1060 / 2880
4_1_cts: 546 / -1200 / -581 / 2560
5_1_grt: 548 / -850 / -477 / 2570
6_report: 548 / -557 / -363 / 2540
3_3_place_gp: 558 / -2970 / -1020 / 2880
2_1_floorplan: 300 / -205 / -205 / 1960
metal layers:
| metal | vias to the layer above | share of wire, % |
|---|---|---|
| met1 | 110 | 46 |
| met3 | 0 | 26 |
| met5 | - | 0 |
| met4 | 0 | 0 |
| met2 | 25 | 28 |
| li1 | 112 | - |
Power is estimated from default activity; no workload was simulated.
